==> /design/flow/design.v <==
module cache_controller (
    input  logic clk,          
    input  logic rst,          
    input  logic req_valid,    
    input  logic req_type,     
    input  logic hit,          
    input  logic dirty_bit,    
    input  logic ready_mem,    
    input  logic valid_mem,    
    output logic valid_cache,   
    output logic ready_cache,   
    output logic read_en_mem,     
    output logic write_en_mem,    
    output logic read_en_cache,   
    output logic write_en_cache,  
    output logic refill,          
    output logic done_cache       
);
    typedef enum logic [2:0] {
        IDLE,
        COMPARE,
        WRITE_BACK,
        WRITE_ALLOCATE,
        REFILL_DONE
    } state_t;
    state_t current_state, next_state;
    always_ff @(posedge clk or posedge rst) begin
        if (rst)
            current_state <= IDLE;
        else
            current_state <= next_state;
    end
    always_comb begin
        next_state = current_state;
        case (current_state)
            IDLE:
                if     (req_valid)
                    next_state = COMPARE;
            COMPARE: begin
                if (hit)
                    next_state = IDLE;
                else if (!dirty_bit)
                    next_state = WRITE_ALLOCATE;
                else
                    next_state = WRITE_BACK;
            end
            WRITE_BACK:
                if (valid_cache && ready_mem)
                    next_state = WRITE_ALLOCATE;
            WRITE_ALLOCATE:
                if (valid_mem && ready_cache)
                    next_state = REFILL_DONE;
            REFILL_DONE:
                next_state = IDLE;
            default:
                next_state = IDLE;
        endcase
    end
    always_comb begin
        read_en_mem      = 0;
        write_en_mem     = 0;
        write_en         = 0;
        read_en_cache    = 0;
        write_en_cache   = 0;
        refill           = 0;
        done_cache       = 0;
        valid_cache      = 0; 
        ready_cache      = 1;  
        case (current_state)
            IDLE: begin
            end
            COMPARE: begin
                if (hit) begin
                    done_cache     = 1;
                    write_en_cache = req_type;
                    read_en_cache  = ~req_type;
                end else if (!dirty_bit) begin
                    read_en_mem = 1;  
                end else begin
                    read_en_cache = 1;
                    valid_cache = 1;  
                    ready_cache = 0;  
                end
            end
            WRITE_BACK: begin
                valid_cache = 1;
                ready_cache = 0;  
                read_en_cache = 1;
                if (ready_mem)
                    write_en_mem = 1;
            end
            WRITE_ALLOCATE: begin
                read_en_mem  = 1;   
                ready_cache  = 1;   
                if (valid_mem && ready_cache)
                    write_en_cache = 1;
            end
            REFILL_DONE: begin
                refill = 1;
                done_cache = 1;
                if (req_type)
                    write_en_cache = 1;
                else
                    read_en_cache = 1;
            end
            default: ;
        endcase
    end
endmodule
==> /design/flow/run.sh <==
#!/bin/bash
# OpenROAD 26Q1-2900-gdf79404cd8, Yosys 0.63+post, stock flow scripts
make -C /OpenROAD-flow-scripts/flow DESIGN_CONFIG=/design/flow/config.mk WORK_HOME=/design/flow/orfs finish
==> /design/flow/config.mk <==
export PLATFORM = sky130hd
export DESIGN_NAME = cache_controller
export DESIGN_NICKNAME = cache_controller
export VERILOG_FILES = /design/flow/design.v
export SDC_FILE = /design/flow/constraint.sdc
export NUM_CORES = 4
export LEC_CHECK = 1
export CORE_AREA = 10 10 70 70
export DIE_AREA = 0 0 80 80
==> /design/flow/constraint.sdc <==
current_design cache_controller

set clk_period 1.3
set clk_io_pct 0.2

create_clock -name clk0 -period $clk_period [get_ports {clk}]

set non_clock_inputs [all_inputs -no_clocks]
set_input_delay [expr $clk_period * $clk_io_pct] -clock clk0 $non_clock_inputs
set_output_delay [expr $clk_period * $clk_io_pct] -clock clk0 [all_outputs]
==> run summary <==
run results: max-cap violations=0, max reg flops=5, clock-pin slew on the worst setup and hold paths=0.04 ns, Logic pwr share=0.370, fin crit share=1.14, setup violators final=6, Final Skew=0.00329 ns, register with the most flip-flops=current_state, Synth Seq Share=0.457, placed cell area=roughly 520 sq um, Psw=0.154 mW, slowest stage cell, crit path=dfrtp_2, failing checks=setup timing, Top cells by area=dfrtp_1 (36%), dfstp_2 (9.5%), nand3b_4 (7.2%), inv_1 (6.8%), and2_1 (4.5%), Post-Route Utilization=0.179, Period minus WS final=around 1.5 ns, Filler Cells Inserted=around 390, distinct cell type count after synthesis=19, Reg power frac=0.335, cell count in the Yosys report=28, CTS tree=done, drt wl/cell=around 9.6 um, Hold Crit Class=in2async, RSZ-0062 raised after global routing=yes, initial detailed-routing violation count=3, switching fraction of total power=0.253, worst-case vdd ir drop=approximately 0.40 mV, Internal=around 0.45 mW, Power, Total=around 0.61 mW, worst path cell trace=buf_4 > inv_4 > nor3_2 > or2_4 > buf_2, initial antenna violation count=0, Via density=roughly 3.1, # DRC=0, top flop regs=current_state: 5 flops, Synth Instances=28, core area=roughly 0.0034 sq mm, Root Buffer=clkbuf_4, First-pass DRT Iterations=2, port buffer count=15, Synth area leader=dfrtp_1, vias=between 300 and 400, share of layout cells above drive strength 1=0.517, Worst Tran Pin Value=0.195 ns, Avg Cell Area, Syn=9.88 sq um, YS warnings=3, Max-area cell share=0.362, # IOs=16, Fin. Hold Viols=0, clk sinks=5, Routed Antenna Nets=0, Die Height=approximately 80 um, ys flop type=dfrtp_1, Startpoint Class=register, Yosys Chip Area=around 280 sq um, vias in the first global route=approximately 320, EDFF count, synth=0, FMAX=between 600 and 700 MHz, Place WS=-0.563 ns, Bufs on Longest Clock Path=2, Floorplan Utilization=0.0810, cts bufs inserted=3, Clock power frac=0.294, ys async rst share=1.00, CP Capture Type=output pin, status=complete, but fails checks, Clk Latency, worst-skew pair=about 0.24 ns, Critical Setup Path Class=reg2out, Die Size=around 0.0064 sq mm, CP peak stage delay=0.40 ns, CP required=about 1.0 ns, Final TNS setup=-0.850 ns, worst rel slew slack=0.870, Antenna diodes=0, fin area=611 sq um, dpl cells=roughly 94, row count=21, Worst Path Arrival=between 1 and 1.5 ns, pwr/cell area=995 mW/mm^2, gpl congestion=~0.8, Routed WL=994 um, Flops after synth=5, Leak=about 0.36 nW, Non-Filler Instances=104, post-synthesis cell area=roughly 280 sq um, Final Worst Setup Slack=-0.181 ns, Max Slew Vio Count=0, count of tool warnings=27, die width=~80 um, first-pass GRT wire length=1480 um, Worst Hold Slack=about 0.22 ns, area grow syn2layout=121%, cts-stage hold buffer count=0, CP Max Fanout=3, total global-route track usage=0.0300, H-tree depth=1, largest net degree at the start of global routing=6, GRT Residual Overflow=0
[cells by family (layout without fill, tap and decap cells)]
group           Yosys count  after routing  share of synthesized area
simple gates             10             10                      0.262
compound gates            7              7                      0.176
flops                     5              5                      0.457
buf+inv                   5             35                     0.0679
mux                       1              1                     0.0362
[routing by layer]
layer,global-route usage,part of all wire
met5,0,0
met3,0.0284,0.17
met2,0.0377,0.36
met1,0.0369,0.47
met4,0.00352,0
[power by group through the flow]
stage | logic [mW] | clock network, mW | registers (mW)
4_1_cts | 0.206 | 0.191 | 0.205
5_1_grt | 0.246 | 0.206 | 0.205
6_report | 0.225 | 0.179 | 0.204
[cell usage in the layout, fill, tap and decap left out, types with 2 or more instances in the layout]
cell type	instances
dlygate4sd2_1	6
buf_6	5
clkbuf_4	3
buf_2	4
clkdlybuf4s50_1	3
buf_4	7
and2_4	2
inv_1	4
dfrtp_1	3
[cell usage after synthesis (all sizes together) (2+ instances only)]
library cell	number
a21o	2
and2	3
dfrtp	4
inv	5
o21ai	2
[worst max-delay path: cells and delay by family, from the launching register on]
| kind | cells | cell delay (ns) |
|---|---|---|
| buf+inv | 3 | 0.32 |
| simple gates | 2 | 0.27 |
| flops | 1 | 0.40 |
[path summary, 6_finish.rpt]
| path | from | end | slack, ns | cells past startpoint |
|---|---|---|---|---|
| max | current_state[3] | read_en_mem | -0.18 | 5 |
| min | rst | current_state[3] | 0.22 | 2 |
| max reg2reg | current_state[3] | current_state[4] | 0.04 | 5 |
| min reg2reg | current_state[0] | current_state[0] | 0.50 | 1 |
| max in group asynchronous | rst | current_state[0] | 0.84 | 2 |
| min in group clk0 | ready_mem | current_state[2] | 0.36 | 2 |
[layout make-up]
class / count / area [sq um] / area share
clock buffers: 4 / 26.3 / 0.0430
inverters: 5 / 21.3 / 0.0348
multi-input cells: 18 / 154 / 0.252
flip-flops and latches: 5 / 128 / 0.209
well taps: 46 / 57.6 / 0.0943
repair buffers: 26 / 224 / 0.367
[repair_timing]
item,in CTS,in global routing
pin swaps,4,2
endpoints found under the setup margin,8,7
gates cloned,0,0
gates resized,32,6
setup buffers,5,3
No activity file was given, so power comes from the tool's default toggle rates.
